==> /design/flow/design.v <==
`default_nettype none
interface axi4_lite_if # (
  parameter int ALEN  = 32,
  parameter int DLEN  = 32,
  parameter int SLEN  = DLEN / 8
)(
  input var aclk,
  input var aresetn
);
logic             awvalid;
logic             awready;
logic [ALEN-1:0]  awaddr;
logic [2:0]       awprot;
logic             wvalid;
logic             wready;
logic [DLEN-1:0]  wdata;
logic [SLEN-1:0]  wstrb;
logic             bvalid;
logic             bready;
logic [1:0]       bresp;
logic             arvalid;
logic             arready;
logic [ALEN-1:0]  araddr;
logic [2:0]       arprot;
logic             rvalid;
logic             rready;
logic [DLEN-1:0]  rdata;
logic [1:0]       rresp;
modport M (
  input aclk, aresetn,
  output awvalid, awaddr, awprot, input awready,
  output wvalid, wdata, wstrb, input wready,
  output bready, input bvalid, bresp,
  output arvalid, araddr, arprot, input arready,
  output rready, input rvalid, rdata, rresp
);
modport S (
  input aclk, aresetn,
  input awvalid, awaddr, awprot, output awready,
  input wvalid, wdata, wstrb, output wready,
  input bready, output bvalid, bresp,
  input arvalid, araddr, arprot, output arready,
  input rready, output rvalid, rdata, rresp
);
modport M_DRV (
  input aclk, aresetn,
  output awvalid, awaddr, awprot, input awready,
  output wvalid, wdata, wstrb, input wready,
  output bready, input bvalid, bresp,
  output arvalid, araddr, arprot, input arready,
  output rready, input rvalid, rdata, rresp
);
modport S_DRV (
  input aclk, input aresetn,
  input awvalid, awaddr, awprot, output awready,
  input wvalid, wdata, wstrb, output wready,
  input bready, output bvalid, bresp,
  input arvalid, araddr, arprot, output arready,
  input rready, output rvalid, rdata, rresp
);
modport MON (
  input aclk, aresetn,
  input awvalid, awaddr, awprot, awready,
  input wvalid, wdata, wstrb, wready,
  input bready, bvalid, bresp,
  input arvalid, araddr, arprot, arready,
  input rready, rvalid, rdata, rresp
);
endinterface
`default_nettype none
module uart_controller # (
  parameter int AXI_ALEN = 32,
  parameter int AXI_DLEN = 32,
  parameter int AXI_SLEN = AXI_DLEN / 8,
  parameter int UART_DLEN = 8,
  parameter int UART_ADDR = 32'h0
)(
  input var                         clk,
  input var                         rstn,
  input var                         i_axi_awvalid,
  output var logic                  o_axi_awready,
  input var         [AXI_ALEN-1:0]  i_axi_awaddr,
  input var                         i_axi_wvalid,
  output var logic                  o_axi_wready,
  input var         [AXI_DLEN-1:0]  i_axi_wdata,
  input var         [AXI_SLEN-1:0]  i_axi_wstrb,
  output var logic                  o_axi_bvalid,
  input var                         i_axi_bready,
  output var logic  [1:0]           o_axi_bresp,
  input var                         i_axi_arvalid,
  output var logic                  o_axi_arready,
  input var         [AXI_ALEN-1:0]  i_axi_araddr,
  output var logic                  o_axi_rvalid,
  input var                         i_axi_rready,
  output var logic  [AXI_DLEN-1:0]  o_axi_rdata,
  output var logic  [1:0]           o_axi_rresp,
  output var logic                  o_txb_tvalid,
  input var                         i_txb_tready,
  output var logic  [UART_DLEN-1:0] o_txb_tdata,
  input var                         i_rxb_tvalid,
  output var logic                  o_rxb_tready,
  input var         [UART_DLEN-1:0] i_rxb_tdata
);
logic b_en;
logic aw_en;
logic w_en;
always_comb begin
  b_en = aw_en & w_en;
end
always_ff @(posedge clk) begin
  if (!rstn) begin
    aw_en <= 0;
  end else begin
    if (aw_en) begin
      aw_en <= ~b_en;
    end else begin
      aw_en <= i_axi_awvalid;
    end
  end
end
logic valid_awaddr;
always_ff @(posedge clk) begin
  if (!rstn) begin
    valid_awaddr <= 0;
  end else  begin
    if (valid_awaddr) begin
      valid_awaddr <= ~b_en;
    end else begin
      valid_awaddr <= i_axi_awvalid & i_axi_awaddr == UART_ADDR;
    end
  end
end
always_ff @(posedge clk) begin
  if (!rstn) begin
    o_axi_awready <= 0;
  end else begin
    o_axi_awready <= ~(i_axi_awvalid ^ aw_en ^ o_txb_tvalid);
  end
end
always_ff @(posedge clk) begin
  if (!rstn) begin
    w_en <= 0;
  end else begin
    if (w_en) begin
      w_en <= ~b_en;
    end else begin
      w_en <= i_axi_wvalid;
    end
  end
end
always_ff @(posedge clk) begin
  if (!rstn) begin
    o_axi_wready <= 0;
  end else begin
    o_axi_wready <= ~(i_axi_wvalid ^ w_en ^ o_txb_tvalid);
  end
end
logic valid_wdata;
always_ff @(posedge clk) begin
  if (!rstn) begin
    valid_wdata <= 0;
  end else  begin
    if (valid_wdata) begin
      valid_wdata <= ~b_en;
    end else  begin
      valid_wdata <= i_axi_wvalid & i_axi_wstrb[0];
    end
  end
end
always_ff @(posedge clk) begin
  if (i_axi_wvalid & i_txb_tready) begin
    o_txb_tdata <= i_axi_wdata[UART_DLEN-1:0];
  end else begin
    o_txb_tdata <= o_txb_tdata;
  end
end
always_ff @(posedge clk) begin
  if (!rstn) begin
    o_txb_tvalid <= 0;
  end else begin
    if (o_txb_tvalid) begin
      o_txb_tvalid <= ~i_txb_tready;
    end else begin
      o_txb_tvalid <= b_en & valid_awaddr & valid_wdata;
    end
  end
end
always_ff @(posedge clk) begin
  if (!rstn) begin
    o_axi_bvalid <= 0;
  end else begin
    if (o_axi_bvalid) begin
      o_axi_bvalid <= ~i_axi_bready;
    end else begin
      if (b_en && (!valid_awaddr || !valid_wdata)) begin
        o_axi_bvalid <= 1;
      end else begin
        o_axi_bvalid <= o_txb_tvalid & i_txb_tready;
      end
    end
  end
end
always_ff @(posedge clk) begin
  if (!rstn) begin
    o_axi_bresp <= 0;
  end else begin
    if (b_en && !valid_awaddr) begin
      o_axi_bresp <= 2'b11;  
    end else if (b_en && valid_awaddr && !valid_wdata) begin
      o_axi_bresp <= 2'b10;  
    end else begin
      o_axi_bresp <= 2'b0;
    end
  end
end
logic rxb_en;
always_comb begin
  rxb_en = i_axi_arvalid & (i_axi_araddr == UART_ADDR);
end
always_ff @(posedge clk) begin
  if (!rstn) begin
    o_rxb_tready <= 0;
  end else begin
    if (o_rxb_tready) begin
      o_rxb_tready <= ~i_axi_rready;
    end else begin
      o_rxb_tready <= rxb_en;
    end
  end
end
logic read_status;
always_comb begin
  read_status = i_axi_arvalid & (i_axi_araddr == UART_ADDR + 1);
end
logic [AXI_DLEN-1:0]  status;
assign status = {
  {(AXI_DLEN-8){1'b0}},
  3'b0,
  i_rxb_tvalid,
  3'b0,
  i_txb_tready
};
logic rxb_flag;
always_ff @(posedge clk) begin
  if (!rstn) begin
    rxb_flag <= 0;
  end else begin
    if (rxb_flag) begin
      rxb_flag <= ~(o_axi_rvalid & i_axi_rready);
    end else begin
      rxb_flag <= rxb_en;
    end
  end
end
logic rstn_q;
always_ff @(posedge clk) begin
  rstn_q <= rstn;
end
always_ff @(posedge clk) begin
  if (!rstn) begin
    o_axi_arready <= 0;
  end else begin
    if (o_axi_arready) begin
      o_axi_arready <= ~i_axi_arvalid;
    end else begin
      if (rstn && !rstn_q) begin
        o_axi_arready <= 1;
      end else begin
        o_axi_arready <= o_axi_rvalid & i_axi_rready;
      end
    end
  end
end
always_ff @(posedge clk) begin
  if (!rstn) begin
    o_axi_rvalid <= 0;
  end else begin
    if (o_axi_rvalid) begin
      o_axi_rvalid <= ~i_axi_rready;
    end else begin
      if (rxb_flag) begin
        o_axi_rvalid <= i_rxb_tvalid;
      end else begin
        o_axi_rvalid <= i_axi_arvalid & o_axi_arready;
      end
    end
  end
end
always_ff @(posedge clk) begin
  if (!rstn) begin
    o_axi_rdata <= {(AXI_DLEN){1'b1}};
  end else begin
    if (rxb_en || o_rxb_tready) begin
      o_axi_rdata <= {{(AXI_DLEN-UART_DLEN){1'b0}}, i_rxb_tdata};
    end else if (read_status) begin
      o_axi_rdata <= status;
    end else begin
      o_axi_rdata <= o_axi_rdata;
    end
  end
end
always_ff @(posedge clk) begin
  if (!rstn) begin
    o_axi_rresp <= 2'b00;
  end else begin
    if (rxb_en || read_status) begin
      o_axi_rresp <= 2'b00;
    end else if (i_axi_arvalid && (!rxb_en || !read_status)) begin
      o_axi_rresp <= 2'b11;  
    end else begin
      o_axi_rresp <= o_axi_rresp;
    end
  end
end
endmodule
==> /design/flow/run.sh <==
#!/bin/bash
# OpenROAD 26Q1-2900-gdf79404cd8, Yosys 0.63+post, stock flow scripts
make -C /OpenROAD-flow-scripts/flow DESIGN_CONFIG=/design/flow/config.mk WORK_HOME=/design/flow/orfs finish
==> /design/flow/config.mk <==
export PLATFORM = sky130hd
export DESIGN_NAME = uart_controller
export DESIGN_NICKNAME = uart_controller
export VERILOG_FILES = /design/flow/design.v
export SDC_FILE = /design/flow/constraint.sdc
export NUM_CORES = 4
export LEC_CHECK = 1
export CORE_AREA = 10 10 98 98
export DIE_AREA = 0 0 108 108
==> /design/flow/constraint.sdc <==
current_design uart_controller

set clk_period 2.5
set clk_io_pct 0.2

create_clock -name clk0 -period $clk_period [get_ports {clk}]

set non_clock_inputs [all_inputs -no_clocks]
set_input_delay [expr $clk_period * $clk_io_pct] -clock clk0 $non_clock_inputs
set_output_delay [expr $clk_period * $clk_io_pct] -clock clk0 [all_outputs]
==> results.cfg <==
; yosys + openroad results
[cells_and_area]
area_growth_pct = 87.4
lay_top_count = clkdlybuf4s50_1
drive_gt1_share_pct = 7.53
largest_register = o_axi_rdata
lay_top_cells = clkdlybuf4s50_1 (140), dfxtp_1 (25), nor2_1 (11)
reg_top3 = o_axi_rdata (9), o_txb_tdata (8), o_axi_bresp (2)
nFillCells = 725
largest_reg_flops = 9

[worst_hold_path]
hold_path_class = reg -> reg
hold_start = rstn_q$_DFF_P_
whs_path_depth = 1
hold_end = o_axi_arready$_SDFF_PN0_

[power_and_ir_drop]
power.internal_w = 0.000967
comb_power_share_pct = 19.3
power_density_nw_per_um2 = 398
clock_power_share_pct = 33.2
p_sw_w = 0.000254
seqPwrFrac_pct = 47.6
switching_share_pct = 20.8
p_leak_nw = 1.10
power_w = 0.00122
peakVddDrop_v = 0.000196

[die]
die_area_sq_um = 11700
coreArea_sq_um = 7650
fp-row-count = 32
die_h_microns = 108
io_pins = 168
fp_util_pct = 21.4
die-width_microns = 108

[detailed_routing]
drc = 0
wl_met2_mm = 2.72
met3_length_microns = 633
wl_per_cell_microns = 14.4
first_iter_violations = 42
via_per_inst = 4.13
antenna_cells = 0
wl_met1_mm = 2.07
maxUsedRoutingLayer = met4
drtPass1Iterations = 4
antenna_left = 0
routed_wl_mm = 5.50
vias = 1575

[timing]
slew_headroom_pct = 58.5
fin_tns_setup_ns = 0
finalHoldViolCount = 0
period_used_pct = 83.6
fmax_mhz = 478
clock_skew_ns = 0.00235
rsz0062_at_grt = no
setup_viol = 0
min_period_ns = 2.09
finalMaxSlewViolations = 0
tightest_slew_ns = 0.622

[synthesis]
synth_warnings = 1
flop_cell = dfxtp_1
postSynthSeqShare_pct = 45.2
yosys-stat-area_sq_um = 1640
synth_area_sq_um = 1640
edf_count = 8
async_reset_ff_share_pct = 0
yosys.cell_types.count = 33
synth-seq-cells = 33
syn_area_per_cell_sq_um = 10.5
ys_cells = 156
syn_inst = 156

[flow_run]
warnings = 52
maxCapViolCount = 0

[clocking]
post_cts_resized = 0
holdBufCountCts = 0
cts_buffers = 5
cts_setup_buffers = 0
cts_tree = yes
clk_path_buf_depth = 2
cts.sinks = 33
worstSkewPairLatency_ns = 0.28
cts_max_level = 2
root_buffer = clkbuf_8
path_clk_slew_ns = 0.06

[grt]
grtUsageTotal_pct = 8.93
grt_pass1_vias = 1693
grt_pass1_wl_mm = 8.49
grt-ovfl-total = 0
grt_max_degree = 26
antenna_found_initial = 0

[critical_path]
required_ns = 2.00
r2r_cells = 4
rr_endpoint = o_axi_rdata[0]$_SDFFE_PN1P_
critPathCaptureType = output port
rrSetupSlack_ns = 1.25
critPathLaunchType = flop
cp_slowest_cell = dfxtp_1
crit_buf_inv = 1
path_class = reg -> out
slowest_delay_ns = 0.72
cp-startpoint = o_axi_rdata[30]$_SDFFE_PN1P_
crit_family = flip-flops
crit_arrival_ns = 1.59
reg2reg_from = o_rxb_tready$_SDFF_PN0_
crit_chain = clkdlybuf4s50_1
crit_fanout = 25

[placement]
place.gp.congestion = 0.755
dpl.hpwl_mm = 4.82
io_buffers = 140

[run_status]
outcome = complete, no violations
[metrics by stage]
step | area, sq um | hold WS (ns) | util, % | setup WS, ns | instances
global route | 3070 | 0.449 | 40.1 | 0.255 | 381
finish | 3070 | 0.423 | 40.1 | 0.409 | 381
detailed placement | 2980 | 0.415 | 39.0 | 0.275 | 373
floorplan | 1640 | 0.398 | - | 0.914 | 156
global placement | 2980 | 0.405 | 39.0 | 0.266 | 373
CTS | 3070 | 0.427 | 40.1 | 0.356 | 381
[cell type report]
cell class	count	area, sq um	share of cell area [%]
clock buffers	8	90.1	2.94
inverters	9	33.8	1.10
multi-input cells	87	661	21.5
flip-flops and latches	33	741	24.1
well taps	102	128	4.16
repair buffers	142	1420	46.1
[worst max-delay path by stage]
stage                 end  slack, ns  depth (start not counted)
4_1_cts   o_axi_rdata[14]       0.36                          1
5_1_grt   o_axi_rdata[10]       0.26                          1
6_report  o_axi_rdata[25]       0.41                          1
[power groups by stage]
stage	clock, W	sequential (W)	combinational, W
4_1_cts	0.000420	0.000581	0.000240
5_1_grt	0.000442	0.000584	0.000255
6_report	0.000405	0.000581	0.000235
[synthesized netlist by cell type (4+ instances only)]
cell type  number  area [sq um]
nor4_1          8          50.1
nand2_1         8          30.0
buf_4          27           203
inv_1           9          33.8
a31oi_1         4          25.0
dfxtp_1        25           500
edfxtp_1        8           240
nor2_1         11          41.3
a221o_1         6          60.1
xnor2_1         4          35.0
nor4_2          4          50.1
a21oi_1         8          40.0
[logic make-up (layout without fill, tap and decap cells)]
logic type      after synthesis  count (layout)  share of synthesized area [%]
mux                           2               2                           1.22
compound gates               30              30                           14.7
buf+inv                      36             159                           14.4
xor+xnor                      4               4                           2.14
flops                        33              33                           45.2
simple gates                 51              51                           22.3
[routing by layer]
metal	global-route usage (%)	up-vias
met3	3.43	5
met4	1.05	0
met1	10.5	695
met5	0	-
li1	-	796
met2	15.6	79
